$ cat flow/config.mk
export PLATFORM = sky130hd
export DESIGN_NAME = MIPS_CONTROLUNIT
export DESIGN_NICKNAME = MIPS_CONTROLUNIT
export VERILOG_FILES = /design/flow/design.v
export SDC_FILE = /design/flow/constraint.sdc
export NUM_CORES = 4
export LEC_CHECK = 1
export CORE_AREA = 10 10 72 72
export DIE_AREA = 0 0 82 82
$ cat flow/constraint.sdc
current_design MIPS_CONTROLUNIT

set clk_period 2.2
set clk_io_pct 0.2

create_clock -name clk0 -period $clk_period

set non_clock_inputs [all_inputs -no_clocks]
set_input_delay [expr $clk_period * $clk_io_pct] -clock clk0 $non_clock_inputs
set_output_delay [expr $clk_period * $clk_io_pct] -clock clk0 [all_outputs]
$ cat flow/design.v
`timescale 1ns / 1ps
module MIPS_CONTROLUNIT(
	input   [5:0] Opcode,		 
	input   [4:0] Precision,	 
	input   [5:0] Funct,		 
	output	reg Memread,		 
	output	reg Memwrite,		 
	output	reg Memtoreg,		 
	output	reg RegWrite,		 
	output	reg RegDst,		 
	output	reg ALUsrc,		 
	output	reg Branch,		 
	output	reg Jump,		 
	output	reg Jal,		 
	output	reg Jr,			 
	output  reg FPinst,		 
	output	reg [3:0] ALUOP		 
);
	always @(Opcode, Funct)
	begin
		Memread = 1'b0;
		Memwrite = 1'b0;
		Memtoreg = 1'b0;
		RegWrite = 1'b0;
		RegDst = 1'b0;
		ALUsrc = 1'b0;
		Branch = 1'b0;
		Jump = 1'b0;
		Jal = 1'b0;
		Jr = 1'b0;
		FPinst = 1'b0;
		ALUOP = 4'b0000;
		if(Opcode == 6'b0)
		begin
			Memread = 1'b0;
			Memwrite = 1'b0;
			Memtoreg = 1'b0;
			RegWrite = 1'b1;
			RegDst = 1'b1;
			ALUsrc = 1'b0;
			Branch = 1'b0;
			Jump = 1'b0;
			Jal = 1'b0;
			Jr = 1'b0;
			FPinst = 1'b0;
			case(Funct)
				6'b100100:	ALUOP = 4'b0001;	 
				6'b100101:	ALUOP = 4'b0011;	 
				6'b100000:	ALUOP = 4'b0010;	 
				6'b100010:	ALUOP = 4'b0110;	 
				6'b101010:	ALUOP = 4'b0111;	 
				6'b000000:	ALUOP = 4'b1000;	 
				6'b000010:	ALUOP = 4'b1001;	 
				6'b100111:	ALUOP = 4'b1100;	 
				6'b100110:	ALUOP = 4'b1110;	 
				6'b001000:	begin
					Memread = 1'b0;
					Memwrite = 1'b0;
					Memtoreg = 1'b0;
					RegWrite = 1'b0;
					RegDst = 1'b0;
					ALUsrc = 1'b0;
					Branch = 1'b0;
					Jump = 1'b0;
					Jal = 1'b0;
					Jr = 1'b1;
					FPinst = 1'b0;
					ALUOP = 4'b0000;
					end
				6'b000000: begin
					Memread = 1'b0;
					Memwrite = 1'b0;
					Memtoreg = 1'b0;
					RegWrite = 1'b0;
					RegDst = 1'b0;
					ALUsrc = 1'b0;
					Branch = 1'b0;
					Jump = 1'b0;
					Jal = 1'b0;
					Jr = 1'b0;
					FPinst = 1'b0;
					ALUOP = 4'b0000;
				      end
			endcase
		end
		else if(Opcode == 6'b000010)
		begin
			Memread = 1'b0;
			Memwrite = 1'b0;
			Memtoreg = 1'b0;
			RegWrite = 1'b0;
			RegDst = 1'b0;
			ALUsrc = 1'b0;
			Branch = 1'b0;
			Jump = 1'b1;
			Jal = 1'b0;
			Jr = 1'b0;
			FPinst = 1'b0;
			ALUOP = 4'b0000;
		end
		else if(Opcode == 6'b000011)
		begin
			Memread = 1'b0;
			Memwrite = 1'b0;
			Memtoreg = 1'b0;
			RegWrite = 1'b0;
			RegDst = 1'b0;
			ALUsrc = 1'b0;
			Branch = 1'b0;
			Jump = 1'b1;
			Jal = 1'b1;
			Jr = 1'b0;
			FPinst = 1'b0;
			ALUOP = 4'b0000;
		end
		else if(Opcode == 6'b001000)
		begin
			Memread = 1'b0;
			Memwrite = 1'b0;
			Memtoreg = 1'b0;
			RegWrite = 1'b1;
			RegDst = 1'b0;
			ALUsrc = 1'b1;
			Branch = 1'b0;
			Jump = 1'b0;
			Jal = 1'b0;
			Jr = 1'b0;
			FPinst = 1'b0;
			ALUOP = 4'b0010;
		end
		else if(Opcode == 6'b001100)
		begin
			Memread = 1'b0;
			Memwrite = 1'b0;
			Memtoreg = 1'b0;
			RegWrite = 1'b1;
			RegDst = 1'b0;
			ALUsrc = 1'b1;
			Branch = 1'b0;
			Jump = 1'b0;
			Jal = 1'b0;
			Jr = 1'b0;
			FPinst = 1'b0;
			ALUOP = 4'b0001;
		end
		else if(Opcode == 6'b000100)
		begin
			Memread = 1'b0;
			Memwrite = 1'b0;
			Memtoreg = 1'b0;
			RegWrite = 1'b0;
			RegDst = 1'b0;
			ALUsrc = 1'b0;
			Branch = 1'b1;
			Jump = 1'b0;
			Jal = 1'b0;
			Jr = 1'b0;
			FPinst = 1'b0;
			ALUOP = 4'b0110;
		end
		else if (Opcode == 6'b001111) 
		begin
			Memread = 1'b0;
			Memwrite = 1'b0;
			Memtoreg = 1'b0;
			RegWrite = 1'b1;
			RegDst = 1'b0;
			ALUsrc = 1'b1;
			Branch = 1'b0;
			Jump = 1'b0;
			Jal = 1'b0;
			Jr = 1'b0;
			FPinst = 1'b0;
			ALUOP = 4'b0101;
		end
		else if (Opcode == 6'b100011) 
		begin
			Memread = 1'b1;
			Memwrite = 1'b0;
			Memtoreg = 1'b1;
			RegWrite = 1'b1;
			RegDst = 1'b0;
			ALUsrc = 1'b1;
			Branch = 1'b0;
			Jump = 1'b0;
			Jal = 1'b0;
			Jr = 1'b0;
			FPinst = 1'b0;
			ALUOP = 4'b0010;
		end
		else if (Opcode == 6'b001101) 
		begin
			Memread = 1'b0;
			Memwrite = 1'b0;
			Memtoreg = 1'b0;
			RegWrite = 1'b1;
			RegDst = 1'b0;
			ALUsrc = 1'b1;
			Branch = 1'b0;
			Jump = 1'b0;
			Jal = 1'b0;
			Jr = 1'b0;
			FPinst = 1'b0;
			ALUOP = 4'b0011;
		end
		else if (Opcode == 6'b001110) 
		begin
			Memread = 1'b0;
			Memwrite = 1'b0;
			Memtoreg = 1'b0;
			RegWrite = 1'b1;
			RegDst = 1'b0;
			ALUsrc = 1'b1;
			Branch = 1'b0;
			Jump = 1'b0;
			Jal = 1'b0;
			Jr = 1'b0;
			FPinst = 1'b0;
			ALUOP = 4'b1110;
		end
		else if (Opcode == 6'b001010) 
		begin
			Memread = 1'b0;
			Memwrite = 1'b0;
			Memtoreg = 1'b0;
			RegWrite = 1'b1;
			RegDst = 1'b0;
			ALUsrc = 1'b1;
			Branch = 1'b0;
			Jump = 1'b0;
			Jal = 1'b0;
			Jr = 1'b0;
			FPinst = 1'b0;
			ALUOP = 4'b0111;
		end
		else if (Opcode == 6'b101011) 
		begin
			Memread = 1'b0;
			Memwrite = 1'b1;
			Memtoreg = 1'b0;
			RegWrite = 1'b0;
			RegDst = 1'b0;
			ALUsrc = 1'b1;
			Branch = 1'b0;
			Jump = 1'b0;
			Jal = 1'b0;
			Jr = 1'b0;
			FPinst = 1'b0;
			ALUOP = 4'b0010;
		end
		else if ((Opcode == 6'b010001) && (Funct ==6'b0)) 
		begin
			Memread = 1'b0;
			Memwrite = 1'b0;
			Memtoreg = 1'b0;
			RegWrite = 1'b1;
			RegDst = 1'b0;
			ALUsrc = 1'b0;
			Branch = 1'b0;
			Jump = 1'b0;
			Jal = 1'b0;
			Jr = 1'b0;
			FPinst = 1'b1;
			ALUOP = 4'b1111;
		end
		else if ((Opcode == 6'b010001) && (Funct ==6'b1)) 
		begin
			Memread = 1'b0;
			Memwrite = 1'b0;
			Memtoreg = 1'b0;
			RegWrite = 1'b1;
			RegDst = 1'b0;
			ALUsrc = 1'b0;
			Branch = 1'b0;
			Jump = 1'b0;
			Jal = 1'b0;
			Jr = 1'b0;
			FPinst = 1'b1;
			ALUOP = 4'b1011;
		end
		else if ((Opcode == 6'b010001) && (Funct ==6'h7)) 
		begin
			Memread = 1'b0;
			Memwrite = 1'b0;
			Memtoreg = 1'b0;
			RegWrite = 1'b1;
			RegDst = 1'b0;
			ALUsrc = 1'b0;
			Branch = 1'b0;
			Jump = 1'b0;
			Jal = 1'b0;
			Jr = 1'b0;
			FPinst = 1'b1;
			ALUOP = 4'b1010;
		end
	end
endmodule
$ cat flow/run.sh
#!/bin/bash
# OpenROAD 26Q1-2900-gdf79404cd8, Yosys 0.63+post, stock flow scripts
make -C /OpenROAD-flow-scripts/flow DESIGN_CONFIG=/design/flow/config.mk WORK_HOME=/design/flow/orfs finish
==> flow_metrics.py <==
# Synthesis and PnR figures
metrics = {
    "synthesis": {
        "postSynthSeqShare": 0,
        "logic_family": "simple AND/OR/NAND/NOR gates",
        "ys_sh_simple": 0.603,
        "avgSynthCellArea_sq_um": 6.53,
        "yosysTopAreaCellShare": 0.0554,
        "yosys_warnings": 1,
        "top_cells_by_area": "o21ai_0, a2111oi_4, nand2b_1",
        "synthesis.instances": 83,
        "yosys_cells": 83,
        "yosys_area_sq_um": 542,
        "synth_top_cell_by_area": "o21ai_0",
        "common_cells": "clkbuf_1, nand2_1, o21ai_0",
        "syn_area_sq_um": 542,
        "synth_cell_types": 40,
        "ys_sh_adder": 0,
        "synthAoiAreaFrac": 0.254,
        "ys_sh_mux": 0.0370,
        "xor_area_frac": 0,
    },
    "placed_design": {
        "io_buffers": 27,
        "placed_cell_area_sq_um": 998,
        "placedCellCount": 172,
        "place_congestion": 0.876,
        "dp_hpwl_microns": 1650,
    },
    "die": {
        "coreArea_sq_um": 3690,
        "die_x_microns": 82,
        "std_cell_rows": 22,
        "fp_util": 0.147,
        "die_area_sq_um": 6720,
        "die_h_microns": 82,
        "io_pins": 32,
    },
    "worst_setup_path": {
        "crit_chain": "buf_6 > or4_4 > a2111oi_4 > buf_4 > nand4_1 > o311ai_1 > buf_2",
        "path_class": "primary input to primary output",
        "worstSetupEndpointType": "primary output",
        "startpoint_type": "primary input",
        "critPathMaxFanout": 2,
        "crit_path_top_delay_cell": "or4_4",
        "arrival_ps": 1790,
        "slowest_delay_ps": 540,
        "critical_path_required_ps": 1760,
    },
    "power": {
        "power_uw": 155,
        "pwr-share-clk": 0,
        "switching_share": 0.443,
        "cellLeakagePower_uw": 0.000547,
        "powerDensity_nw_per_um2": 130,
        "ir_worst_vdd_mv": 0.0852,
        "seqPwrFrac": 0,
        "p_comb_frac": 1.000,
        "intPower_uw": 86.3,
        "p_sw_uw": 68.7,
    },
    "timing": {
        "finalSetupViolCount": 1,
        "slew_headroom": 0.803,
        "holdWs_ps": 1380,
        "min_period_ps": 2230,
        "worstMarginPinSlew_ps": 291,
        "report.final.hold_viol_count": 0,
        "fin_crit_sh": 1.01,
        "max_freq_mhz": 448,
        "final.setup.worst_slack_ps": -29.9,
        "rsz0062_at_grt": "yes",
        "slew_violations": 0,
        "tns_ps": -29.9,
    },
    "clocking": {
        "cts_hold_buf": 0,
    },
    "grt": {
        "grtUsageTotal": 0.0634,
        "grt_pass1_wl_microns": 3610,
        "antenna_found_initial": 0,
        "grt_max_degree": 12,
        "grt_pass1_vias": 789,
        "overflow": 0,
    },
    "layout": {
        "layout.cells.non_filler": 188,
        "regArea_sq_um": 0,
        "areaGrowthSynthToFinish_pct": 120,
        "seq_cells": 0,
        "final_area_sq_um": 1190,
        "fillCellCount": 377,
        "drive_above_1_share": 0.564,
        "clock_buffers": 0,
    },
    "routing": {
        "wirelength_microns": 2220,
        "dr.pass1.iters": 4,
        "wl_per_cell_microns": 11.8,
        "viasPerCell": 4.37,
        "postRouteAntennaNets": 0,
        "route.detailed.drc": 0,
        "dr_total_vias": 821,
        "num_antenna_cells": 0,
        "drtIter0Drc": 7,
    },
    "run_status": {
        "status": "finished, violations left",
        "failed_checks": "setup timing",
    },
    "run": {
        "cap_viol_max_count": 0,
        "warning_count": 39,
    },
    "hold_path": {
        "hold_class": "primary input to primary output",
    },
}
-- through the flow --
stage               setup WS [ps]  utilization
finish                      -29.9        0.323
global route                -90.8        0.323
CTS                         -37.5        0.314
detailed placement           -811        0.271
global placement             -794        0.271
floorplan                     206            -
-- what timing repair did --
action	in CTS	in global routing
pin swaps	18	11
endpoints found under the setup margin	15	13
resized	94	8
buffers inserted	17	2
gates cloned	0	0
-- power groups by stage --
stage / clock network (uW) / logic (uW) / registers [uW]
4_1_cts: 0 / 147 / 0
6_report: 0 / 155 / 0
5_1_grt: 0 / 169 / 0
-- worst max-delay path, delay by kind of cell --
family          cells  cell delay (ps)
buf+inv             3              420
simple gates        2              610
compound gates      2              330
-- cells by family (layout without fill, tap and decap cells) --
logic type,Yosys count,after routing
simple gates,52,52
compound gates,17,17
buf+inv,12,69
mux,2,2
-- placed cells by master (no fill, tap or decap), types with 2 or more instances in the layout --
| cell | netlist | final |
|---|---|---|
| or3_1 | 3 | 3 |
| and3b_1 | 2 | 2 |
| or3b_4 | 0 | 2 |
| clkdlybuf4s50_1 | 0 | 6 |
| dlygate4sd2_1 | 0 | 4 |
| inv_1 | 3 | 2 |
| o21ai_0 | 6 | 5 |
| nor2_1 | 5 | 2 |
| nor2_4 | 0 | 3 |
| or4_4 | 1 | 3 |
| mux2i_1 | 2 | 2 |
| nor4b_4 | 0 | 2 |
| nor3_2 | 0 | 2 |
| nor2b_1 | 2 | 2 |
| nand3_2 | 1 | 3 |
| buf_4 | 1 | 34 |
| buf_2 | 1 | 11 |
| nand2b_1 | 4 | 3 |
| nand3_1 | 5 | 3 |
| buf_6 | 1 | 10 |
| nand2_1 | 6 | 6 |
| nand4b_1 | 2 | 2 |
-- routing by layer --
layer / GRT usage / up-vias / part of all wire
met5: 0 / - / 0
met4: 0.0119 / 0 / 0.017
li1: - / 428 / -
met3: 0.00991 / 2 / 0.035
met2: 0.104 / 15 / 0.47
met1: 0.0859 / 376 / 0.48
-- worst paths after layout --
check | start | endpoint | slack, ps | depth (start not counted)
max | Opcode[3] | ALUOP[2] | -30 | 7
min | Funct[3] | ALUOP[3] | 1380 | 5
-- layout make-up --
| class | count | area [sq um] | area share |
|---|---|---|---|
| Tap cell | 48 | 60.1 | 0.0504 |
| Timing Repair Buffer | 66 | 528 | 0.443 |
| Inverter | 3 | 11.3 | 0.00945 |
| Multi-Input combinational cell | 71 | 592 | 0.497 |
No activity file was given, so power comes from the tool's default toggle rates.
